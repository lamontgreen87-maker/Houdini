`./run.sh`:
```
#!/bin/bash
# OpenROAD 26Q1-2900-gdf79404cd8, Yosys 0.63+post, stock flow scripts
make -C /OpenROAD-flow-scripts/flow DESIGN_CONFIG=/design/flow/config.mk WORK_HOME=/design/flow/orfs finish
```
`./design.v`:
```
module adc_capture_engine #(
    parameter DATA_WIDTH = 12,     
    parameter NUM_CHANNELS = 16    
)(
    input  wire                   clk,           
    input  wire                   reset_n,
    input  wire [NUM_CHANNELS-1:0] adc_data_in,   
    input  wire                   adc_frame_clk,  
    input  wire                   trigger_capture,
    output reg [DATA_WIDTH-1:0]   channel_buffer [0:NUM_CHANNELS-1],
    output reg                    data_valid
);
    localparam IDLE    = 2'b00;
    localparam CAPTURE = 2'b01;
    localparam DONE    = 2'b10;
    reg [1:0] state;
    integer i;
    always @(posedge clk or negedge reset_n) begin
        if (!reset_n) begin
            state <= IDLE;
            data_valid <= 0;
        end else begin
            case (state)
                IDLE: begin
                    data_valid <= 0;
                    if (trigger_capture) begin
                        state <= CAPTURE;
                    end
                end
                CAPTURE: begin
                    for (i = 0; i < NUM_CHANNELS; i = i + 1) begin
                        channel_buffer[i] <= adc_data_in[i];  
                    end
                    state <= DONE;
                end
                DONE: begin
                    data_valid <= 1;
                    if (!trigger_capture) begin
                        state <= IDLE;
                    end
                end
            endcase
        end
    end
endmodule
```
`./constraint.sdc`:
```
current_design adc_capture_engine

set clk_period 2.0
set clk_io_pct 0.2

create_clock -name clk0 -period $clk_period [get_ports {clk}]

set non_clock_inputs [all_inputs -no_clocks]
set_input_delay [expr $clk_period * $clk_io_pct] -clock clk0 $non_clock_inputs
set_output_delay [expr $clk_period * $clk_io_pct] -clock clk0 [all_outputs]
```
`./config.mk`:
```
export PLATFORM = sky130hd
export DESIGN_NAME = adc_capture_engine
export DESIGN_NICKNAME = adc_capture_engine
export VERILOG_FILES = /design/flow/design.v
export SDC_FILE = /design/flow/constraint.sdc
export NUM_CORES = 4
export LEC_CHECK = 1
export CORE_AREA = 10 10 90 90
export DIE_AREA = 0 0 100 100
export SYNTH_HDL_FRONTEND = slang
```
==> qor.yml <==
core_um2: 6280
drv_cap: 0
slowest_delay_ns: 0.48
cts_tree: "done"
busiest_layer: "met2"
setup-tns-final_ns: 0
overflow: 0
p_leak_nw: 0.963
ys.flops: 20
wire_per_inst_um: 11.5
synth.area.top_cells: "buf_4 68%, edfxtp_1 25%, dfrtp_1 3.9%, dfstp_2 1.3%, a21o_1 0.77%"
hold_buffers: 0
synth_area_leader_cell: "buf_4"
ys_chip_area_um2: 1950
vias_per_cell: 2.51
ctsRootBufferMaster: "clkbuf_8"
grtUsageMet2: 0.109
syn-cell-area_um2: 1950
insertion_delay_ns: 0.25
synth.avg_cell_area_um2: 9.54
grt_pass1_vias: 1014
grt_use_total: 0.0600
area_growth_pct: -7.97
fp.dieArea_um2: 10000
worstSetupStartpointType: "flip-flop"
async_reset_ff_frac: 0.200
ctsResizeCount: 0
cts.sinks: 20
cp.arrival_ns: 1.07
rsz0062_at_grt: "false"
top_cells_by_count: "176 x buf_4, 16 x edfxtp_1, 3 x dfrtp_1"
yosysMostFrequentCell: "buf_4"
chipHeight_um: 100
path_class: "reg -> out"
fp_util: 0.310
synth-edff-count: 16
dr_total_vias: 803
antenna_cells: 0
critical_path_buf_inv_count: 1
wl_mm: 3.69
ys_warn_count: 0
fmax_ghz: 0.678
post_cts_buffers: 0
cp_max_fo: 2
fin_crit_sh: 0.737
critPathTopFamily: "buffers and inverters"
ios: 213
cp_slowest_cell: "clkdlybuf4s50_1"
synthCells: 204
required_ns: 1.60
cts.path.max_buffers: 2
die_width_um: 100
synth_cell_types: 10
finalHoldViolations: 0
hold_class: "in -> async"
drt-pass1-iter-count: 2
grt_pass1_wl_mm: 5.09
io_buffers: 35
path_clk_slew_ns: 0.07
setup_viol: 0
numCtsBuffers: 3
fp-row-count: 29
path_cells: "clkdlybuf4s50_1"
ys.flop_type: "edfxtp_1"
skew_ns: 0.000508
grt_max_degree: 17
drc_errors: 0
p_per_area_nw_per_um2: 496
dr.first_iter.drc_count: 5
drive_gt1_frac: 0.0288
yosysCellCount: 204
use_met1: 0.0616
final_cells: 320
warning_count: 26
ir_worst_vdd_mv: 0.280
antenna_found_initial: 0
dp_hpwl_mm: 3.45
dpl.cell_count: 316
fin_crit_ns: 1.47
drtAntennaViolNets: 0
end_kind: "primary output"
top_cell_area_share: 0.679
gp_congestion: 0.702
htree_levels: 1
slew_viol_final: 0
ys_seq_frac: 0.299
status: "finished clean"
grt_use_met3: 0.0312
[through the flow]
step                       util  hold WS, ns  instance area [um2]  worst slack (ns)  power, mW
after global routing      0.285        0.340                 1790             0.475      0.951
after CTS                 0.285        0.342                 1790             0.503      0.912
after detailed placement  0.277        0.448                 1740             0.324      0.614
after global placement    0.277        0.435                 1740             0.326      0.615
after floorplan               -        0.104                 2600             0.785      0.752
final                     0.285        0.347                 1790             0.525      0.889
[final cells by class]
class,instances,area (um2)
Fill cell,639,4490
Multi-Input combinational cell,182,697
Sequential cell,20,582
Timing Repair Buffer,36,358
Tap cell,77,96.3
Clock buffer,4,55.1
Inverter,1,3.75
[flip-flops by register name (all words and copies together) (netlist names)]
register,flops
channel_buffer,16
data_valid,1
state,3
[cells by family (layout without fill, tap and decap cells)]
kind of cell,after synthesis,after routing,synth area share
AOI/OAI and AO/OA,2,2,0.00771
buffers and inverters,177,41,0.681
DFF,20,20,0.299
other,1,176,0.00193
and+or+nand+nor,4,4,0.0109
[path summary, 6_finish.rpt]
kind,start,end,slack (ns),cells after the start
setup / recovery,data_valid,data_valid,0.53,1
hold / removal,reset_n,data_valid,0.35,1
setup reg to reg,state[2],channel_buffer[120],1.00,2
hold reg to reg,state[2],state[1],0.46,1
max in group asynchronous,reset_n,state[0],1.42,1
min in group clk0,state[2],state[1],0.46,1
[worst register-to-register path, cell delays in order, from the launching register on]
cell and delay, ns:
dfrtp_1 0.35, and2_1 0.12, buf_4 0.23
[layout by cell type, fill, tap and decap left out]
| cell type | n |
|---|---|
| inv_1 | 1 |
| and2_1 | 1 |
| edfxtp_1 | 16 |
| and2_2 | 1 |
| nor2_1 | 2 |
| buf_4 | 1 |
| clkdlybuf4s50_1 | 35 |
| clkbuf_8 | 4 |
| conb_1 | 176 |
| a21o_1 | 2 |
| dfstp_2 | 1 |
| dfrtp_1 | 3 |
[metal layers]
metal / vias up / wire (um)
li1: 353 / -
met1: 344 / 1280
met2: 104 / 1870
met3: 2 / 501
met4: 0 / 30
met5: - / 0
[report_power, final]
group          internal [mW]  switching [mW]  total (mW)
Combinational         0.0670          0.0407       0.108
Clock                  0.175           0.119       0.294
Sequential             0.476          0.0111       0.487
No activity file was given, so power comes from the tool's default toggle rates.
